`flow/run.sh`:
```
#!/bin/bash
# OpenROAD 26Q1-2900-gdf79404cd8, Yosys 0.63+post, stock flow scripts
make -C /OpenROAD-flow-scripts/flow DESIGN_CONFIG=/design/flow/config.mk WORK_HOME=/design/flow/orfs finish
```
`flow/config.mk`:
```
export PLATFORM = sky130hd
export DESIGN_NAME = mux_32
export DESIGN_NICKNAME = mux_32
export VERILOG_FILES = /design/flow/design.v
export SDC_FILE = /design/flow/constraint.sdc
export NUM_CORES = 4
export LEC_CHECK = 1
export CORE_AREA = 10 10 408 408
export DIE_AREA = 0 0 418 418
```
`flow/constraint.sdc`:
```
current_design mux_32

set clk_period 5.9
set clk_io_pct 0.2

create_clock -name clk0 -period $clk_period

set non_clock_inputs [all_inputs -no_clocks]
set_input_delay [expr $clk_period * $clk_io_pct] -clock clk0 $non_clock_inputs
set_output_delay [expr $clk_period * $clk_io_pct] -clock clk0 [all_outputs]
```
`flow/design.v`:
```
module mux_32(out, sel, i0, i1, i2, i3, i4, i5, i6, i7, i8, i9, i10, i11, i12, i13, i14, i15, i16, i17, i18, i19, i20, i21, i22, i23, i24, i25, i26, i27, i28, i29, i30, i31);
    input [4:0] sel;
    input [31:0] i0, i1, i2, i3, i4, i5, i6, i7, i8, i9, i10, i11, i12, i13, i14, i15, i16, i17, i18, i19, i20, i21, i22, i23, i24, i25, i26, i27, i28, i29, i30, i31;
    output [31:0] out;
    wire [31:0] w1, w2;
    mux_16 ftop(w1, sel[3:0], i0, i1, i2, i3, i4, i5, i6, i7, i8, i9, i10, i11, i12, i13, i14, i15);
    mux_16 fbot(w2, sel[3:0], i16, i17, i18, i19, i20, i21, i22, i23, i24, i25, i26, i27, i28, i29, i30, i31);
    mux_2 seco(out, sel[4], w1, w2);
endmodule
module mux_16(out, sel, i0, i1, i2, i3, i4, i5, i6, i7, i8, i9, i10, i11, i12, i13, i14, i15);
    input [3:0] sel;
    input [31:0] i0, i1, i2, i3, i4, i5, i6, i7, i8, i9, i10, i11, i12, i13, i14, i15;
    output [31:0] out;
    wire [31:0] w1, w2;
    mux_8 ftop(w1, sel[2:0], i0, i1, i2, i3, i4, i5, i6, i7);
    mux_8 fbot(w2, sel[2:0], i8, i9, i10, i11, i12, i13, i14, i15);
    mux_2 seco(out, sel[3], w1, w2);
endmodule
module mux_8(out, sel, i0, i1, i2, i3, i4, i5, i6, i7);
    input [2:0] sel;
    input [31:0] i0, i1, i2, i3, i4, i5, i6, i7;
    output [31:0] out;
    wire [31:0] w1, w2;
    mux_4 ftop(w1, sel[1:0], i0, i1, i2, i3);
    mux_4 fbot(w2, sel[1:0], i4, i5, i6, i7);
    mux_2 seco(out, sel[2], w1, w2);
endmodule
module mux_4(out, sel, i0, i1, i2, i3);
    input [1:0] sel;
    input [31:0] i0, i1, i2, i3;
    output [31:0] out;
    wire [31:0] w1, w2;
    mux_2 ftop(w1, sel[0], i0, i1);
    mux_2 fbot(w2, sel[0], i2, i3);
    mux_2 secd(out, sel[1], w1, w2);
endmodule
module mux_2(out, sel, i0, i1);
    input sel;
    input [31:0] i0, i1;
    output [31:0] out;
    assign out = sel ? i1 : i0;
endmodule
module mux_2_33(out, sel, i0, i1);
    input sel;
    input [32:0] i0, i1;
    output [32:0] out;
    assign out = sel ? i1 : i0;
endmodule
```
==> results.sh <==
# yosys + openroad results
export IMPL_layout_overhead_on_the_synthesized_area_pct=151
export IMPL_worstPathMaxFanout=36
export IMPL_timing_worst_slew_pin_value_ps=887
export IMPL_worst_path_max_delay_cell="sky130_fd_sc_hd__a31oi_1"
export IMPL_antenna_violations_before_repair=108
export IMPL_top_cell_by_count_worst_path="sky130_fd_sc_hd__clkdlybuf4s50_1"
export IMPL_stage_log_warnings=32
export IMPL_hpwlAfterDp_mm=115
export IMPL_pin_count_of_the_biggest_net_entering_global_routing=51
export IMPL_area_combinational_sq_mm=0.00818
export IMPL_synth_cellmix_simpleShare=0.118
export IMPL_grt_pass1_vias=14839
export IMPL_grt_util_all_layers=0.136
export IMPL_synthXorXnorAreaFrac=0
export IMPL_hold_path_end="out[13]"
export IMPL_nFillCells=17992
export IMPL_place_congestion=1.03
export IMPL_grt_overflow_total=0
export IMPL_crit_type="primary input to output port"
export IMPL_ffs_latches=0
export IMPL_hold_violations=0
export IMPL_yosysSeqAreaShare=0
export IMPL_critical_path_rt_ps=4720
export IMPL_postRouteAntennaNets=0
export IMPL_die_height_um=418
export IMPL_drt_iter0_markers=1220
export IMPL_layout_drive_gt1_share=0.0465
export IMPL_ys_types=20
export IMPL_synthMuxAreaShare=0.577
export IMPL_setup_viol_count_final=0
export IMPL_grt_first_pass_wirelength_mm=155
export IMPL_tns_ps=0
export IMPL_hold_path_class="primary input to output port"
export IMPL_run_status="complete, no violations"
export IMPL_hold_path_startpoint="i18[13]"
export IMPL_synth_area_per_cell_sq_um=7.67
export IMPL_fmaxAchievable_ghz=0.174
export IMPL_yosys_warnings=0
export IMPL_vias_per_cell=3.44
export IMPL_timing_critical_path_max_delay_family="buffers and inverters"
export IMPL_first_pass_iters=8
export IMPL_layout_area_seq_sq_um=0
export IMPL_critPathLaunchType="primary input"
export IMPL_power_per_cell_area_mw_per_mm2=76.9
export IMPL_postCtsHoldBufs=0
export IMPL_port_buffers=1061
export IMPL_buffering_stage_count_on_the_worst_path_with_inverters_included=3
export IMPL_timing_slew_headroom=0.406
export IMPL_grt_setup_unrepaired="false"
export IMPL_yosysCellCount=1158
export IMPL_worst_hold_path_num_cells=6
export IMPL_netlist_instances=1158
export IMPL_finish_cell_count_without_fillers=4257
export IMPL_wl_mm=125
export IMPL_leakage_nw=8.68
export IMPL_design_core_area_sq_mm=0.158
export IMPL_yosys_area_share_adder=0
export IMPL_slew_viol_final=0
export IMPL_clock_buffer_count=0
export IMPL_fin_crit_sh=0.974
export IMPL_comb_area_leader="multiplexers"
export IMPL_boundaryPins=1061
export IMPL_placedCellCount=4245
export IMPL_timing_critical_path_to_type="output port"
export IMPL_drc=0
export IMPL_synth_compound_area_share=0.221
export IMPL_post_cts_repair_setup_buffers=0
export IMPL_initCoreUtil=0.0563
export IMPL_chip_area_sq_mm=0.175
export IMPL_postCtsResizedCells=0
export IMPL_post_drt_wl_per_cell_um=29.4
export IMPL_worst_ir_drop_on_vdd_mv=0.0245
export IMPL_synthesis_area_sq_mm=0.00889
export IMPL_rows=146
export IMPL_critPathMaxStageDelay_ps=690
export IMPL_dr_total_vias=14644
export IMPL_final_core_util=0.141
export IMPL_drv_cap=0
export IMPL_die_w_um=418
export IMPL_finalWorstPathRequiredPeriod_ps=5750
export IMPL_cp_arrival_ps=4570
export IMPL_timing_critical_path_cells="clkdlybuf4s50_1 > and2b_4 > buf_4 > a22o_1 > nor3_1 > a31oi_1 > nand3_1 > clkdlybuf4s50_1"
export IMPL_yosys_area_sq_mm=0.00889
how the worst max path moves through the flow:
stage	start	to	slack, ps	cells after the start
CTS	sel[0]	out[23]	300	8
global route	sel[0]	out[23]	120	8
finish	sel[0]	out[23]	150	8
final cells by class:
| type | count | share of cell area |
|---|---|---|
| timing repair buffer | 1141 | 0.515 |
| tap | 2072 | 0.116 |
| multi-input combinational | 1032 | 0.367 |
| antenna | 12 | 0.00135 |
cell usage in the layout, fill, tap and decap left out:
| master | netlist | final |
|---|---|---|
| sky130_fd_sc_hd__a21oi_1 | 96 | 96 |
| sky130_fd_sc_hd__a22o_1 | 64 | 64 |
| sky130_fd_sc_hd__a22oi_1 | 96 | 96 |
| sky130_fd_sc_hd__a31oi_1 | 32 | 30 |
| sky130_fd_sc_hd__a31oi_2 | 0 | 2 |
| sky130_fd_sc_hd__and2_4 | 0 | 1 |
| sky130_fd_sc_hd__and2b_4 | 0 | 1 |
| sky130_fd_sc_hd__buf_12 | 0 | 22 |
| sky130_fd_sc_hd__buf_4 | 34 | 68 |
| sky130_fd_sc_hd__buf_8 | 0 | 1 |
| sky130_fd_sc_hd__clkdlybuf4s50_1 | 0 | 1050 |
| sky130_fd_sc_hd__diode_2 | 0 | 12 |
| sky130_fd_sc_hd__mux2i_1 | 512 | 512 |
| sky130_fd_sc_hd__nand2_1 | 97 | 96 |
| sky130_fd_sc_hd__nand2_4 | 0 | 1 |
| sky130_fd_sc_hd__nand2b_2 | 0 | 2 |
| sky130_fd_sc_hd__nand3_1 | 96 | 96 |
| sky130_fd_sc_hd__nor2_4 | 0 | 1 |
| sky130_fd_sc_hd__nor2b_4 | 0 | 1 |
| sky130_fd_sc_hd__nor3_1 | 32 | 32 |
| sky130_fd_sc_hd__or2_2 | 1 | 1 |
cells by family (layout without fill, tap and decap cells):
family	after synthesis	in the layout
mux	512	512
other cells	0	12
buf+inv	126	1141
simple gates	232	232
compound gates	288	288
power by group:
| part | switching, W | internal, W |
|---|---|---|
| Sequential | 0 | 0 |
| Clock | 0 | 0.000000000209 |
| Combinational | 0.000743 | 0.000969 |
| Total | 0.000743 | 0.000969 |
Yosys cell counts, types with 2 or more instances:
cell / number / area share
sky130_fd_sc_hd__a21oi_1: 96 / 0.054
sky130_fd_sc_hd__a22o_1: 64 / 0.063
sky130_fd_sc_hd__a22oi_1: 96 / 0.081
sky130_fd_sc_hd__a31oi_1: 32 / 0.023
sky130_fd_sc_hd__buf_1: 6 / 0.0025
sky130_fd_sc_hd__buf_2: 26 / 0.015
sky130_fd_sc_hd__buf_4: 34 / 0.029
sky130_fd_sc_hd__buf_6: 15 / 0.019
sky130_fd_sc_hd__clkbuf_1: 43 / 0.018
sky130_fd_sc_hd__clkbuf_4: 2 / 0.0017
sky130_fd_sc_hd__mux2i_1: 512 / 0.58
sky130_fd_sc_hd__nand2_1: 97 / 0.041
sky130_fd_sc_hd__nand2b_1: 2 / 0.0014
sky130_fd_sc_hd__nand3_1: 96 / 0.054
sky130_fd_sc_hd__nor3_1: 32 / 0.018
worst min-delay path, stage by stage:
cell                              delay, ps
sky130_fd_sc_hd__clkdlybuf4s50_1        450
sky130_fd_sc_hd__mux2i_1                 70
sky130_fd_sc_hd__nand2_1                 60
sky130_fd_sc_hd__a31oi_1                100
sky130_fd_sc_hd__nand3_1                 80
sky130_fd_sc_hd__buf_4                  160
routing by layer:
metal | global-route usage | share of wire
met5 | 0 | 0.0042
met2 | 0.233 | 0.49
met3 | 0.0549 | 0.11
met1 | 0.162 | 0.38
met4 | 0.0187 | 0.016
stage by stage:
stage               setup slack, ps  cell area, sq um  hold WS [ps]  total power (W)
floorplan                      2490              8890          2560         0.000511
global placement                337             22200          3260          0.00173
detailed placement              303             22200          3280          0.00172
CTS                             300             22200          3280          0.00173
global route                    117             22300          3330          0.00180
finish                          153             22300          3300          0.00171
No activity file was given, so power comes from the tool's default toggle rates.
